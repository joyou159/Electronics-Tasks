==> flow/config.mk <==
export PLATFORM = sky130hd
export DESIGN_NAME = FSM_DL
export DESIGN_NICKNAME = FSM_DL
export VERILOG_FILES = /design/flow/design.v
export SDC_FILE = /design/flow/constraint.sdc
export NUM_CORES = 4
export LEC_CHECK = 1
export CORE_AREA = 10 10 85 85
export DIE_AREA = 0 0 95 95
==> flow/constraint.sdc <==
current_design FSM_DL

set clk_period 1.9
set clk_io_pct 0.2

create_clock -name clk0 -period $clk_period [get_ports {i_clk}]

set non_clock_inputs [all_inputs -no_clocks]
set_input_delay [expr $clk_period * $clk_io_pct] -clock clk0 $non_clock_inputs
set_output_delay [expr $clk_period * $clk_io_pct] -clock clk0 [all_outputs]
==> flow/design.v <==
module FSM_DL (
i_password,
    i_confirm,
    i_switch,
    i_reset,
    i_clk,
    o_correct,
    o_incorrect,
    o_trials,
    o_state
);
    input [11:0] i_password;
    input i_confirm;
    input i_switch;
    input i_reset;
    input i_clk;
    output reg o_correct;
    output reg o_incorrect;
    output reg [1:0] o_trials;
    output [2:0] o_state;
    reg [11:0] Saved_pass;
    reg [2:0] current_state;
    reg [2:0] next_state;
    reg h_correct;
    reg h_incorrect;
    reg [1:0] h_trials;
    localparam [2:0] INITIAL_SET = 3'b000;
    localparam [2:0] VERIFY = 3'b001;
    localparam [2:0] VERIFY_SUCCESS = 3'b010;
    localparam [2:0] VERIFY_FAILED = 3'b011;
    localparam [2:0] SET = 3'b100;
    localparam [2:0] FREEZE = 3'b101;
    always @ (posedge i_clk) begin
        current_state <= next_state;
        o_correct <= h_correct;
        o_incorrect <= h_incorrect;
        o_trials <= h_trials;
    end
    always @ (current_state or i_confirm or i_switch or i_reset) begin
        if (i_reset) begin
            h_correct = 0;
            h_incorrect = 0;
            h_trials = 0;
            Saved_pass = 0;
            next_state = INITIAL_SET;
        end else begin
            h_correct = 0;
            h_incorrect = 0;
            h_trials = 0;
            case (current_state)
                INITIAL_SET: begin
                    h_correct = 0;
                    h_incorrect = 0;
                    h_trials = 0;
                    if (i_confirm) begin
                        Saved_pass = i_password;
                        next_state = VERIFY;
                    end else begin
                        next_state = INITIAL_SET;
                    end
                end
                VERIFY: begin
                    h_correct = o_correct;
                    h_incorrect = o_incorrect;
                    if (i_confirm) begin
                        if (Saved_pass == i_password) begin
                            h_trials = 0;
                            next_state = VERIFY_SUCCESS;
                        end else begin
                            h_trials = o_trials + 1;
                            next_state = VERIFY_FAILED;
                        end
                    end else if (i_switch) begin
                        h_trials = o_trials;
                        next_state = SET;
                    end else begin
                        h_trials = o_trials;
                        next_state = current_state;
                    end
                end
                VERIFY_SUCCESS: begin
                    h_correct = 1;
                    h_incorrect = 0;
                    if (i_confirm) begin
                        if (Saved_pass == i_password) begin
                            h_trials = 0;
                            next_state = VERIFY_SUCCESS;
                        end else begin
                            h_trials = o_trials + 1;
                            next_state = VERIFY_FAILED;
                        end
                    end else if (i_switch) begin
                        h_trials = o_trials;
                        next_state = SET;
                    end else begin
                        h_trials = o_trials;
                        next_state = current_state;
                    end
                end
                VERIFY_FAILED: begin
                    h_correct = 0;
                    h_incorrect = 1;
                    if (o_trials == 2'd3) begin
                        h_trials = o_trials;
                        next_state = FREEZE;
                    end else if (i_confirm) begin
                        if (Saved_pass == i_password) begin
                            h_trials = 0;
                            next_state = VERIFY_SUCCESS;
                        end else begin
                            h_trials = o_trials + 1;
                            next_state = VERIFY_FAILED;
                        end
                    end else if (i_switch) begin
                        h_trials = o_trials;
                        next_state = SET;
                    end else begin
                        h_trials = o_trials;
                        next_state = current_state;
                    end
                end
                SET: begin
                    if (i_confirm) begin
                        Saved_pass = i_password;
                        h_trials = 0;
                        h_correct = 0;
                        h_incorrect = 0;
                        next_state = VERIFY;
                    end else if (i_switch) begin
                        h_trials = o_trials;
                        h_correct = o_correct;
                        h_incorrect = o_incorrect;
                        next_state = VERIFY;
                    end else begin
                        h_trials = o_trials;
                        h_correct = o_correct;
                        h_incorrect = o_incorrect;
                        next_state = current_state;
                    end
                end
                FREEZE: begin
                    h_correct = 0;
                    h_incorrect = 1;
                    h_trials = 3;
                    next_state = current_state;
                end
                default: begin
                    h_correct = 1'bx;
                    h_incorrect = 1'bx;
                    h_trials = 2'bxx;
                    next_state = 3'bxxx;
                end
            endcase
        end
    end
    assign o_state = current_state;
endmodule
==> flow/run.sh <==
#!/bin/bash
# OpenROAD 26Q1-2900-gdf79404cd8, Yosys 0.63+post, stock flow scripts
make -C /OpenROAD-flow-scripts/flow DESIGN_CONFIG=/design/flow/config.mk WORK_HOME=/design/flow/orfs finish
==> results.cfg <==
; flow metrics
[detailed_routing]
drt_wl_total_um = 2161
viasPerCell = 3.995
dr_total_vias = 819
dr.pass1.iters = 4
final_antenna_net_count = 0
avgRoutedWirePerCell_um = 10.54
antennaDiodeCount = 0
drt_first_iter_violations = 44
drc_errors = 0

[power_and_ir_drop]
p_total_mw = 0.6565
p_per_area_nw_per_um2 = 521.0
ir_worst_vdd_uv = 183.8
leakagePower_nw = 0.4550

[worst_setup_path]
rr_startpoint = current_state[1]
worstReg2RegEnd = o_trials[0]
cpLargestDelayFamily = flip-flops
start_kind = flip-flop
reg2reg_depth = 5
reg2reg_setup_slack_ps = 400
cp_num_cells = 1
slowest_delay_ps = 640
arrival_ps = 1430
path_cells = clkdlybuf4s50_1
worst-path-max-fanout = 16
end_kind = output pin
critPathKind = flip-flop to output pin
critPathSlowestCell = dfxtp_1
required_ps = 1520
critPathBufInv = 1

[layout]
seq_area_um2 = 320.3
areaGrowthSynthToFinish_pct = 40.25
drive_gt1_share_pct = 9.023
nFillCells = 611
final_util_pct = 23.02
logic_area_um2 = 531.8

[placed_design]
pre_cts_ws_ps = 76.86
gp_congestion = 0.8138
port_buffers = 22
post-dp-hpwl_um = 1738

[synth]
adder_share_pct = 1.393
area_leaders = dlxtn_1 (20%), dfxtp_1 (16%), xnor2_1 (12%)
xor_area_share_pct = 11.70
most_common_cell = nor2b_1
synth_cells = 107
ys_top_logic_family = simple AND/OR/NAND/NOR gates
synth-async-reset-ratio_pct = 0
ys_warn_count = 1
mux_area_share_pct = 0
edf_count = 0
top_area_share_pct = 20.06
postSynthAreaPerCell_um2 = 8.396
synthAoiAreaFrac_pct = 22.14
synthSimpleGateAreaFrac_pct = 23.96
synth-seq-cells = 19
synthTopCellsByCount = nor2b_1 (15), dlxtn_1 (12), xnor2_1 (12), nor2_1 (11), dfxtp_1 (7)
synthDistinctLibCells = 32
yosysCellCount = 107
synth_top_cell_by_area = dlxtn_1
syn-cell-area_um2 = 898.4
ys_chip_area_um2 = 898.4
ys.flop_type = dlxtn_1

[timing]
layout_setup_ws_ps = 91.03
period_used_pct = 95.21
final-setup-viol-count = 0
whs_ps = 500.6
untimed_endpoints = 12
rsz0062_at_grt = no
fin_setup_tns_ps = 0
max_slew.worst_pin.slew_ps = 515.0
slew_violations = 0
unclocked_pins = 12
max_slew_margin_pct = 65.62
fmax_mhz = 552.8
finalHoldViolations = 0
skew_ps = 0.9168
finalCriticalPeriod_ps = 1809

[global_routing]
grt.overflow.total = 0
grt_pass1_vias = 820
grt_max_degree = 17
antenna_found_initial = 0
grt_usage_pct = 5.003
grt_pass1_wl_um = 3788

[clock_tree]
clock_path_buffers = 2
postCtsResizedCells = 0
clk_pin_slew_worst_paths_ps = 40
holdBufCountCts = 0
cts_tree = yes
cts-root-buf = clkbuf_8
cts_buffers = 3
cts_setup_buffers = 0
htree_levels = 1
clock_latency_ps = 230

[run]
cap_viol_max_count = 0
warning_count = 25

[run_status]
run_status = complete, no violations

[floorplanning]
die_area_um2 = 9025
ios = 23
core_um2 = 5473
fp_util_pct = 16.42
fp.dieH_um = 95
row_count = 27
die_width_um = 95

[worst_hold_path]
hp-start = o_correct
min_to = o_correct
hold_depth = 2
hold_path_class = flip-flop to flip-flop
==> registers in the layout, indices dropped and copies added, names as in the netlist <==
| register | cells |
|---|---|
| Saved_pass | 12 |
| current_state | 3 |
| o_correct | 1 |
| o_incorrect | 1 |
| o_trials | 2 |
==> cell families after synthesis <==
kind of cell | count (synthesis)
latches | 12
buffers and inverters | 8
AOI/OAI and AO/OA | 26
and+or+nand+nor | 41
DFF | 7
adders and majority gates | 1
xor gates and xnor gates | 12
==> worst min-delay path, cell delays in order (launching register included) <==
cell     delay (ps)
dfxtp_1         320
a22oi_1          70
nor2_1           70
==> worst max-delay path by stage <==
stage,from,end
4_1_cts,current_state[0],o_state[0]
6_report,current_state[0],o_state[0]
5_1_grt,current_state[0],o_state[0]
==> cell type report <==
cell class                      instances  area share [%]
Multi-Input combinational cell         80           42.20
Clock buffer                            4           3.575
Inverter                                2          0.5958
Tap cell                               72           7.150
Timing Repair Buffer                   28           21.05
Sequential cell                        19           25.42
==> layout by cell type, fill, tap and decap left out, drive strengths merged, types with 2 or more instances in the layout <==
cell type	count
nor2	11
a22oi	2
xnor2	12
a311oi	2
a21oi	5
nand2b	2
o2111ai	2
nor3	5
inv	2
o21ai	2
nand2	3
o22ai	2
clkbuf	4
dfxtp	7
clkdlybuf4s50	22
o21bai	2
buf	6
nand4	3
o2bb2ai	2
nor2b	15
dlxtn	12
==> power by group <==
group	switching, mW	internal [mW]	total (mW)
combinational	0.0968	0.132	0.229
clock	0.0646	0.145	0.210
sequential	0.0307	0.187	0.218
total	0.192	0.464	0.656
==> per-stage QoR <==
| step | instance area [µm²] | std cells |
|---|---|---|
| finish | 1260 | 205 |
| detailed placement | 1215 | 201 |
| global route | 1260 | 205 |
| floorplan | 898.4 | 107 |
| CTS | 1260 | 205 |
| global placement | 1215 | 201 |
==> per-layer routing <==
layer | vias to the layer above | wire length, µm | GRT usage [%]
li1 | 427 | - | -
met1 | 373 | 981 | 6.593
met2 | 17 | 1019 | 8.467
met3 | 2 | 146 | 1.042
met4 | 0 | 12 | 0.6234
met5 | - | 0 | 0
Power figures rest on the tool's default switching activity, not on a simulated workload.
