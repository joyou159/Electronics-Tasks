$ cat ./design.v
module led7_decoder(
    i_en,
    i_binary,
    o_7seg
);
    input i_en;               
    input [3:0] i_binary;     
    output [6:0] o_7seg;      
    reg [6:0] value_7seg;     
    always @ (i_binary) begin
        case (i_binary)
            4'h0: value_7seg = 7'b1000000;   
            4'h1: value_7seg = 7'b1111001;   
            4'h2: value_7seg = 7'b0100100;   
            4'h3: value_7seg = 7'b0110000;   
            4'h4: value_7seg = 7'b0011001;   
            4'h5: value_7seg = 7'b0010010;   
            4'h6: value_7seg = 7'b0000010;   
            4'h7: value_7seg = 7'b1111000;   
            4'h8: value_7seg = 7'b0000000;   
            4'h9: value_7seg = 7'b0010000;   
            4'hA: value_7seg = 7'b0001000;   
            4'hB: value_7seg = 7'b0000011;   
            4'hC: value_7seg = 7'b1000110;   
            4'hD: value_7seg = 7'b0100001;   
            4'hE: value_7seg = 7'b0000110;   
            4'hF: value_7seg = 7'b0001110;   
            default: value_7seg = 7'b1111111;   
        endcase
    end
    assign o_7seg = i_en ? value_7seg : 7'b1111111;   
endmodule
module pass_decoder(
    i_password,
    i_en,
    o_7seg_0,
    o_7seg_1,
    o_7seg_2
);
    input [11:0] i_password;       
    input i_en;                    
    output [6:0] o_7seg_0;         
    output [6:0] o_7seg_1;         
    output [6:0] o_7seg_2;         
    led7_decoder D1(
        .i_en(i_en),
        .i_binary(i_password[3:0]),
        .o_7seg(o_7seg_0)
    );
    led7_decoder D2(
        .i_en(i_en),
        .i_binary(i_password[7:4]),
        .o_7seg(o_7seg_1)
    );
    led7_decoder D3(
        .i_en(i_en),
        .i_binary(i_password[11:8]),
        .o_7seg(o_7seg_2)
    );
endmodule
$ cat ./run.sh
#!/bin/bash
# OpenROAD 26Q1-2900-gdf79404cd8, Yosys 0.63+post, stock flow scripts
make -C /OpenROAD-flow-scripts/flow DESIGN_CONFIG=/design/flow/config.mk WORK_HOME=/design/flow/orfs finish
$ cat ./config.mk
export PLATFORM = sky130hd
export DESIGN_NAME = pass_decoder
export DESIGN_NICKNAME = pass_decoder
export VERILOG_FILES = /design/flow/design.v
export SDC_FILE = /design/flow/constraint.sdc
export NUM_CORES = 4
export LEC_CHECK = 1
export CORE_AREA = 10 10 70 70
export DIE_AREA = 0 0 80 80
$ cat ./constraint.sdc
current_design pass_decoder

set clk_period 1.3
set clk_io_pct 0.2

create_clock -name clk0 -period $clk_period

set non_clock_inputs [all_inputs -no_clocks]
set_input_delay [expr $clk_period * $clk_io_pct] -clock clk0 $non_clock_inputs
set_output_delay [expr $clk_period * $clk_io_pct] -clock clk0 [all_outputs]
==> reports/metrics.cfg <==
[status]
status = complete, but fails checks
violations = setup timing

[floorplan]
ios = 34
die_area_mm2 = 0.006400
fp_util_pct = 24.87
rows = 21
dieHeight_um = 80
core_area_mm2 = 0.003416
die_x_um = 80

[power]
p_per_area_mw_per_mm2 = 309.2
p_leak_nw = 0.8886
ir_drop_mv = 0.1439

[yosys]
syn_inst = 113
yosys_area_um2 = 849.6
top_cells_by_count = ha_1 (21), inv_1 (9), o211ai_1 (8)
yosysMostFrequentCell = ha_1
area_leaders = ha_1 (31%), mux2i_1 (7.1%), o211ai_1 (7.1%)
synth_top_area_share_pct = 30.93
synth_area_per_cell_um2 = 7.518
post_synth_instance_area_um2 = 849.6
yosys.area.top_type = ha_1
synth_stat.cells = 113
ys_seq_share_pct = 0
synth-warning-count = 1
synth.distinct_cells = 28

[route]
antenna_left = 0
diodes = 0
vias = 1159
wl_um = 3514
first_pass_iters = 4
drc = 0
vias_per_cell = 4.770
routedWlPerCell_um = 14.46
drt_iter0_drc = 37

[timing]
slew_viol_final = 0
post-route-period-util_pct = 125.1
period_minus_slack_ps = 1627
layout_setup_ws_ps = -326.9
rsz0062_at_grt = yes
setup_tns_ps = -2361
whs_ps = 903.5
max_slew_margin_pct = 85.20
fmax_mhz = 614.7
finalHoldViolCount = 0
worst-slew-pin-transition_ps = 218.5
finalSetupViolCount = 18

[flow_run]
drv_cap = 0
warnings = 53

[finish]
syn_to_final_growth_pct = 142.0
final_layout_size_suffix_gt1_share_pct = 74.62
mi_logic_area_mm2 = 0.001119
clock_buffers = 0
n_fill_cell = 263
seq_cell_count = 0
utilization_pct = 60.18
seq_area_um2 = 0
finalInstanceArea_mm2 = 0.002056

[global_routing]
overflow = 0
grtUsageTotal_pct = 10.50
grt_max_degree = 12
grt_pass1_vias = 1244
antenna_found_initial = 0
grt_first_pass_wirelength_um = 5802

[critical_path]
endpoint_kind = output pin
cp_cell_sequence = buf_12, inv_8, ha_4, inv_2, mux4_2, nand2b_4, buf_6
path_buffers = 4
crit_family = multiplexers
crit_fanout = 4
crit_slowest_cell = mux4_2
cp.arrival_ps = 1370
worstSetupPathType = primary input to output pin
critPathLaunchType = primary input
crit_path_max_incr_delay_ps = 440
required_ps = 1040

[placed_design]
hpwl_um = 2172
gp_congestion = 0.9701
placed_area_mm2 = 0.001458
io_buffers = 34

[clocking]
holdBufCountCts = 0

[hold_path]
min_path_type = primary input to output pin
holdPathEnd = o_7seg_1[4]
worstHoldPathCells = 3
hp-start = i_password[7]

placed cells by master, fill, tap and decap left out, drive strengths merged, types with 2 or more instances in the layout:
master          n
buf            88
ha             21
inv             9
o211ai          8
nand2           7
mux2i           6
o21ai           6
nand3           6
nand2b          5
nor2            5
nor2b           4
o311ai          4
a21oi           4
nand3b          3
a211oi          3
and2            3
mux2            2
a31oi           2
clkbuf          2
a21boi          2
clkdlybuf4s15   2
report_power, final:
part	leakage, nW	total, mW	switching, mW	internal, mW
clock	0	0	0	0
sequential	0	0	0	0
combinational	0.889	0.636	0.266	0.370
worst max path at each step:
stage         cells after the start           from     endpoint
CTS                               8  i_password[8]  o_7seg_2[3]
finish                            7  i_password[9]  o_7seg_2[3]
global route                      7  i_password[9]  o_7seg_2[3]
metrics by stage:
stage               std cells  total power [mW]  setup WS (ps)
detailed placement        215            0.4336          -1179
CTS                       238            0.5783         -417.8
floorplan                 113            0.1727         -55.44
finish                    243            0.6356         -326.9
global placement          215            0.4290          -1169
global route              243            0.6889         -349.1
tightest hold or removal path: cells and delay by family:
family / cells / cell delay (ps)
buffers and inverters: 2 / 270
AND-OR/OR-AND: 1 / 110
kinds of logic (layout without fill, tap and decap cells):
group | Yosys count | in the layout | synth area share (%)
AND-OR/OR-AND | 33 | 33 | 26.80
adder cells (fa/ha/maj) | 21 | 21 | 30.93
multiplexers | 9 | 9 | 12.37
buffers and inverters | 17 | 101 | 9.572
AND/OR/NAND/NOR | 33 | 33 | 20.32
timing repair:
item                       4_1_cts  5_1_grt
pin swaps                       32       21
buffers inserted                23        8
cloned                           1        0
resized                        212       26
setup endpoints to repair       21       21
area by class of cell:
type / count / area share [%]
Inverter: 9 / 3.469
Timing Repair Buffer: 92 / 39.32
Tap cell: 46 / 2.800
Multi-Input combinational cell: 96 / 54.41
metal layers:
layer	vias up	GRT usage [%]	wire, um
met5	-	0	0
met4	0	0	0
met3	0	2.159	212
met2	24	16.29	1487
met1	549	15.37	1814
li1	586	-	-
Power figures rest on the tool's default switching activity, not on a simulated workload.
