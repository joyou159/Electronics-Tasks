==> design/flow/run.sh <==
#!/bin/bash
# OpenROAD 26Q1-2900-gdf79404cd8, Yosys 0.63+post, stock flow scripts
make -C /OpenROAD-flow-scripts/flow DESIGN_CONFIG=/design/flow/config.mk WORK_HOME=/design/flow/orfs finish
==> design/flow/config.mk <==
export PLATFORM = sky130hd
export DESIGN_NAME = LED_blinker
export DESIGN_NICKNAME = LED_blinker
export VERILOG_FILES = /design/flow/design.v
export SDC_FILE = /design/flow/constraint.sdc
export NUM_CORES = 4
export LEC_CHECK = 1
export CORE_AREA = 10 10 81 81
export DIE_AREA = 0 0 91 91
==> design/flow/constraint.sdc <==
current_design LED_blinker

set clk_period 3.0
set clk_io_pct 0.2

create_clock -name clk0 -period $clk_period [get_ports {i_clk}]

set non_clock_inputs [all_inputs -no_clocks]
set_input_delay [expr $clk_period * $clk_io_pct] -clock clk0 $non_clock_inputs
set_output_delay [expr $clk_period * $clk_io_pct] -clock clk0 [all_outputs]
==> design/flow/design.v <==
module LED_blinker(
    i_clk,
    i_en,
    i_reset,
    o_blink
);
    input i_clk;              
    input i_en;               
    input i_reset;            
    output o_blink;           
    reg [31:0] cnt;           
    reg hz_out;               
    parameter CLK_IN = 300;   
    parameter FREQ_OUT = 5;   
    localparam THRESHOLD = CLK_IN / (2 * FREQ_OUT);   
    always @ (posedge i_clk) begin
        if (i_reset) begin
            cnt <= 0;             
            hz_out <= 0;          
        end else begin
            if (cnt < THRESHOLD - 1) begin
                cnt <= cnt + 1;    
            end else begin
                cnt <= 0;          
                hz_out <= ~hz_out;   
            end
        end
    end
    assign o_blink = hz_out & i_en;   
endmodule
==> results.json <==
{
  "outcome": "finished clean",
  "routedWlPerCell_microns": 6.15,
  "post-route-worst-setup-slack_ps": 787,
  "remaining_drc_errors": 0,
  "finalHoldViolCount": 0,
  "timing.clock.skew_ps": 6.70,
  "timing.final.max_slew_violations": 0,
  "met3_usage": 0.0116,
  "critical_path.max_fanout": 1,
  "synth_compound_gate_area_share": 0.00539,
  "max-vdd-ir-drop_v": 0.000151,
  "grt_first_pass_wirelength_mm": 1.81,
  "topCombFamilyByArea": "simple AND/OR/NAND/NOR gates",
  "global_route.usage.met2": 0.0376,
  "post_synth_and_or_nand_nor_area_fraction": 0.190,
  "insertedDiodeCount": 0,
  "post-cts-setup-buffers": 0,
  "hold_buffers": 0,
  "globalplace.congestion": 0.683,
  "cts.sink_count": 33,
  "first_global_vias": 442,
  "cp-start-kind": "input port",
  "tns_ps": 0,
  "final_cycle_share": 0.738,
  "postSynthCellCount": 69,
  "syn_area_sq_um": 928,
  "rsz0062_at_grt": "no",
  "grt_antenna_before_repair": 0,
  "worst_hold_path.num_cells": 1,
  "static-leakage-power_nw": 0.461,
  "synth.lib_cells_used.distinct": 19,
  "placementRows": 25,
  "fillCellCount": 514,
  "warning_count": 26,
  "final_period_minus_worst_setup_slack_ps": 2210,
  "track_usage": 0.0254,
  "cts_resizes": 0,
  "drt_first_pass_iters": 2,
  "synth-area-yosys_sq_um": 928,
  "yosys-stat-cells": 69,
  "arrival_ps": 1610,
  "totalWireLength_mm": 1.05,
  "clk-insertion-delay-late_ps": 270,
  "globalRoute.busiestLayer": "met2",
  "clock_buffers_created_by_tritoncts": 5,
  "route.antenna.remaining_nets": 0,
  "first_iter_violations": 10,
  "area_growth_pct": 30.5,
  "clk_transition_reported_paths_ps": 60,
  "chipWidth_microns": 91,
  "critical_path.endpoint_type": "output port",
  "starting_density_of_the_core": 0.193,
  "final_layout_size_suffix_gt1_frac": 0.155,
  "whs_ps": 475,
  "worst-r2r-cell-count": 6,
  "hold_class": "reg -> reg",
  "design.core.area_sq_mm": 0.00482,
  "floorplan.die_area_sq_mm": 0.00828,
  "yosys_warnings": 1,
  "place_hpwl_microns": 733,
  "clock_tree.buffer_depth": 2,
  "tritoncts": "built",
  "p_per_area_mw_per_mm2": 654,
  "design.portCount": 4,
  "muxShareOfSynthArea": 0,
  "use_met1": 0.0305,
  "synth_flops": 33,
  "root_buffer_cell": "clkbuf_8",
  "grt_start_max_net_pins": 10,
  "multiInputGateArea_sq_um": 339,
  "dr_vias_cell": 2.85,
  "dr_total_vias": 484,
  "htree_levels": 2,
  "post_synth.cell_area_avg_sq_um": 13.5,
  "xor_area_frac": 0.0377,
  "p_total_uw": 792,
  "dieHeight_microns": 91,
  "setup-violations-final": 0,
  "synth_sequential_area_ratio": 0.712,
  "area.sequential_sq_um": 661,
  "crit_type": "in -> out",
  "io_buf_count": 3,
  "grt_remaining_overflow": 0,
  "adder_area_share": 0.0270,
  "drv_cap": 0,
  "placement.setup.worst_slack_ps": 784,
  "worstPathRequired_ps": 2400,
  "fmax_mhz": 452
}
==> Yosys cell counts <==
| library cell | n | area share |
|---|---|---|
| dfxtp_1 | 33 | 0.71 |
| nor2_2 | 5 | 0.034 |
| nor4_2 | 4 | 0.054 |
| inv_1 | 3 | 0.012 |
| nand3_1 | 3 | 0.016 |
| nor3_1 | 3 | 0.016 |
| ha_1 | 2 | 0.027 |
| nand4_1 | 2 | 0.013 |
| nor4_1 | 2 | 0.013 |
| xnor2_1 | 2 | 0.019 |
| xor2_1 | 2 | 0.019 |
| and2_1 | 1 | 0.0067 |
| buf_6 | 1 | 0.012 |
| conb_1 | 1 | 0.0040 |
| nand4b_1 | 1 | 0.0094 |
| nor2_4 | 1 | 0.012 |
| nor3b_1 | 1 | 0.0081 |
| o21ai_0 | 1 | 0.0054 |
| or3_1 | 1 | 0.0067 |
==> power breakdown <==
part | leakage (nW) | total (mW) | internal [mW] | switching (mW)
clock | 0.0443 | 0.316 | 0.182 | 0.134
sequential | 0.276 | 0.465 | 0.458 | 0.00697
combinational | 0.140 | 0.0112 | 0.00637 | 0.00479
total | 0.461 | 0.792 | 0.646 | 0.146
==> metal layers <==
layer | vias to the layer above | share of wire
met4 | 0 | 0.041
li1 | 270 | -
met1 | 206 | 0.49
met3 | 2 | 0.041
met5 | - | 0
met2 | 6 | 0.42
==> cell usage in the layout, fill, tap and decap left out, drive strengths merged <==
master | synthesis | routed
conb | 1 | 26
nor3b | 1 | 1
dfxtp | 33 | 33
or3 | 1 | 1
xnor2 | 2 | 2
clkbuf | 0 | 7
nor3 | 3 | 3
o21ai | 1 | 1
ha | 2 | 2
clkdlybuf4s50 | 0 | 3
xor2 | 2 | 2
inv | 3 | 3
nor4 | 6 | 6
and2 | 1 | 1
nand4 | 2 | 2
nor2 | 6 | 6
nand3 | 3 | 3
nand4b | 1 | 1
==> registers in the layout, summed over array words and instances, names as in the netlist <==
name	count
cnt	32
hz_out	1
==> kinds of logic (layout without fill, tap and decap cells) <==
logic type,count (synthesis),after routing
adder cells (fa/ha/maj),2,2
AND/OR/NAND/NOR,24,24
AND-OR/OR-AND,1,1
other,1,26
flip-flops,33,33
buffers and inverters,4,13
XOR/XNOR,4,4
==> cell type report <==
type,count,share of cell area
Multi-Input combinational cell,57,0.280
Clock buffer,7,0.0713
Sequential cell,33,0.545
Inverter,3,0.00930
Tap cell,67,0.0692
Timing Repair Buffer,3,0.0248
==> worst max-delay path, stage by stage <==
cell and delay, ps:
clkdlybuf4s50_1 450, and2_1 110, clkdlybuf4s50_1 450
==> worst paths after layout <==
path / slack, ps / startpoint / end
worst max-delay path: 790 / i_en / o_blink
worst min-delay path: 470 / cnt[0]$_SDFF_PP0_ / cnt[0]$_SDFF_PP0_
worst max register to register: 1450 / cnt[0]$_SDFF_PP0_ / cnt[5]$_SDFF_PP0_
worst min register to register: 470 / cnt[0]$_SDFF_PP0_ / cnt[0]$_SDFF_PP0_
==> through the flow <==
step | cell area, sq um | std cells | utilization
finish | 1210 | 170 | 0.251
global route | 1210 | 170 | 0.251
CTS | 1210 | 170 | 0.251
detailed placement | 1120 | 163 | 0.234
global placement | 1120 | 163 | 0.234
floorplan | 1020 | 94 | -
Power and IR drop assume default switching activity.
